$ cat flow/design.v
`timescale 1ns/10ps
module ALU(OUT, ZERO, OP1, OP2, OPRN);
input [(32 -1):0] OP1;  
input [(32 -1):0] OP2;  
input [(6 -1):0] OPRN;  
output [(32 -1):0] OUT;  
output ZERO;
reg[(32 -1):0] OUT;  
reg ZERO;  
always @(OP1 or OP2 or OPRN)
begin
    case (OPRN)
        6'h01 : OUT = OP1 + OP2;  
	6'h02 : OUT = OP1 - OP2;  
	6'h03 : OUT = OP1 * OP2;  
	6'h04 : OUT = OP1 >> OP2;  
	6'h05 : OUT = OP1 << OP2;  
	6'h06 : OUT = OP1 & OP2;  
	6'h07 : OUT = OP1 | OP2;  
	6'h08 : OUT = ~(OP1 | OP2);  
	6'h09 : OUT = (OP1[31] === 0)?(OP1 < OP2):(OP2 < OP1);  
        default: OUT = 32'hxxxxxxxx;
    endcase
    if(OUT == 0) ZERO = 1;  
    else ZERO = 0;
end
endmodule
$ cat flow/run.sh
#!/bin/bash
# OpenROAD 26Q1-2900-gdf79404cd8, Yosys 0.63+post, stock flow scripts
make -C /OpenROAD-flow-scripts/flow DESIGN_CONFIG=/design/flow/config.mk WORK_HOME=/design/flow/orfs finish
$ cat flow/config.mk
export PLATFORM = sky130hd
export DESIGN_NAME = ALU
export DESIGN_NICKNAME = ALU
export VERILOG_FILES = /design/flow/design.v
export SDC_FILE = /design/flow/constraint.sdc
export NUM_CORES = 4
export LEC_CHECK = 1
export CORE_UTILIZATION = 50
$ cat flow/constraint.sdc
current_design ALU

set clk_period 14.5
set clk_io_pct 0.2

create_clock -name clk0 -period $clk_period

set non_clock_inputs [all_inputs -no_clocks]
set_input_delay [expr $clk_period * $clk_io_pct] -clock clk0 $non_clock_inputs
set_output_delay [expr $clk_period * $clk_io_pct] -clock clk0 [all_outputs]
==> GITHUB_STEP_SUMMARY <==
## Implementation flow summary

| Metric | Value |
|---|---|
| Worst EP post-GRT repair | ZERO |
| Post-Synthesis Cell Area | 23,700 sq um |
| Syn_area_per_cell | approximately 7.8 sq um |
| Yosys warns | 1 |
| Row count | a little under 80 |
| IO Port Bufs | about 100 |
| Synth Instances | 3,061 |
| YS chip area | 23,700 sq um |
| Chip height | around 220 um |
| Status | did not finish |
| Chip width | ~220 um |
| Kind of the worst endpoint | top-level output |
| Error | [ERROR GRT-0232] Routing congestion too high. Check the congestion heatmap in the GUI. |
| # Cells Yosys | ~3,000 |
| Yosys cell types | 81 |
| Failing step | global routing |
| Hold-fix buffers, CTS | 0 |
| Post-synth seq share | 0% |
| Dpl hpwl | approximately 93,000 um |
| Pre-Place Util | roughly half |
| IO Pins | slightly above 100 |
| Pin count of the biggest net entering global routing | around 72 |
| Gpl congestion | about 1.1 |
kinds of logic after synthesis:
logic type | after synthesis | synth area share [%]
xor+xnor | 107 | 3.95
fa+ha+maj | 629 | 46.1
compound gates | 556 | 15.5
simple gates | 996 | 17.4
buf+inv | 674 | 10.9
mux | 99 | 6.07
per-stage QoR:
stage                     area, sq um  hold WS (ns)  std cells  setup WS (ns)
after CTS                       27500          6.98       3897         0.0177
after detailed placement        27200          7.05       3888         -0.687
after global placement          27200          7.06       3888         -0.627
after floorplan                 23700          5.95       3061         0.0175
synth_stat cells, drive strengths merged, types with 44 or more instances:
master | n | area [sq um]
nor2 | 486 | 1820
inv | 473 | 1780
fa | 410 | 8210
nand2 | 330 | 1240
ha | 219 | 2740
a21oi | 141 | 706
clkbuf | 126 | 473
o21ai | 114 | 574
xnor2 | 85 | 744
buf | 61 | 275
mux2i | 49 | 490
nor3 | 44 | 220
what timing repair did:
| item | CTS |
|---|---|
| setup buffers | 9 |
| pin swaps | 15 |
| endpoints found under the setup margin | 3 |
| hold endpoints to repair | 0 |
| gates resized | 78 |
