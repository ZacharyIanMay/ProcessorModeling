### flow/design.v
module NOR32_2x1(Y,A,B);
output [31:0] Y;
input [31:0] A;
input [31:0] B;
genvar i;
generate
	for(i=0; i<32; i=i+1)
	begin : norGen
	nor inst(Y[i], A[i], B[i]);
	end
endgenerate
endmodule
module AND32_2x1(Y,A,B);
output [31:0] Y;
input [31:0] A;
input [31:0] B;
genvar i;
generate
	for(i=0; i<32; i=i+1)
	begin : andGen
	and inst(Y[i], A[i], B[i]);
	end
endgenerate
endmodule
module INV32_1x1(Y,A);
output [31:0] Y;
input [31:0] A;
genvar i;
generate
	for(i=0; i<32; i=i+1)
	begin : notGen
	not inst(Y[i], A[i]);
	end
endgenerate
endmodule
module OR32_2x1(Y,A,B);
output [31:0] Y;
input [31:0] A;
input [31:0] B;
genvar i;
generate
	for(i=0; i<32; i=i+1)
	begin : orGen
	or inst(Y[i], A[i], B[i]);
	end
endgenerate
endmodule
### flow/run.sh
#!/bin/bash
# OpenROAD 26Q1-2900-gdf79404cd8, Yosys 0.63+post, stock flow scripts
make -C /OpenROAD-flow-scripts/flow DESIGN_CONFIG=/design/flow/config.mk WORK_HOME=/design/flow/orfs finish
### flow/config.mk
export PLATFORM = sky130hd
export DESIGN_NAME = NOR32_2x1
export DESIGN_NICKNAME = NOR32_2x1
export VERILOG_FILES = /design/flow/design.v
export SDC_FILE = /design/flow/constraint.sdc
export NUM_CORES = 4
export LEC_CHECK = 1
export CORE_AREA = 10 10 70 70
export DIE_AREA = 0 0 80 80
### flow/constraint.sdc
current_design NOR32_2x1

set clk_period 1.0
set clk_io_pct 0.2

create_clock -name clk0 -period $clk_period

set non_clock_inputs [all_inputs -no_clocks]
set_input_delay [expr $clk_period * $clk_io_pct] -clock clk0 $non_clock_inputs
set_output_delay [expr $clk_period * $clk_io_pct] -clock clk0 [all_outputs]
==> impl_metrics.json <==
{
  "die-width_um": 80,
  "drt_iter0_markers": 1,
  "cp_max_fo": 1,
  "final_cell_mix": "68 x dlygate4sd2_1, 32 x nor2_1, 16 x buf_2",
  "dieArea_um2": 6400,
  "synth-compound-area-share_pct": 0,
  "pwr_density_cell_nw_per_um2": 258,
  "vias_per_cell": 3.23,
  "avgSynthCellArea_um2": 3.75,
  "fillers": 393,
  "ys_area_um2": 120,
  "start_kind": "input pin",
  "core.rowCount": 21,
  "core_util_floorplan_pct": 3.52,
  "layout.area.comb_um2": 120,
  "power_leakage_nw": 0.669,
  "die_h_um": 80,
  "overflow": 0,
  "netlist_area_um2": 120,
  "port_buffers": 96,
  "top_logic_kind": "simple AND/OR/NAND/NOR gates",
  "cts_setup_buffers": 0,
  "ant_nets": 0,
  "cp.required_ps": 800,
  "synth_cell_types": 1,
  "clock.fmax_mhz": 1020,
  "grt_usage_pct": 6.67,
  "grt_pass1_vias": 659,
  "setup_viol": 0,
  "ys_sh_xor_pct": 0,
  "tightest_slew_ps": 82.6,
  "flop-count": 0,
  "yosys-stat-cells": 32,
  "crit_type": "in -> out",
  "grt_pass1_wl_um": 3470,
  "fin_crit_sh_pct": 98.4,
  "synth.mux.area_fraction_pct": 0,
  "final-seq-area_um2": 0,
  "fin_crit_ps": 984,
  "slew_headroom_pct": 94.5,
  "antenna_found_initial": 1,
  "hold_violations": 0,
  "synthSimpleGateAreaFrac_pct": 100,
  "io_pins": 96,
  "end_kind": "primary output",
  "crit_path_max_incr_delay_ps": 450,
  "finalMaxSlewViolations": 0,
  "hp-class": "in -> out",
  "firstDrtPassIters": 2,
  "status": "finished clean",
  "syn_inst": 32,
  "path_delay_family": "buffers and inverters",
  "cts_hold_buf": 0,
  "warnings": 32,
  "area_delta_synth_final_pct": 735,
  "crit_chain": "clkdlybuf4s50_1, nor2_1, buf_2",
  "ys_seq_share_pct": 0,
  "worst_path_max_delay_cell": "clkdlybuf4s50_1",
  "wl_um": 2300,
  "ys_warn_count": 0,
  "final_cells": 175,
  "ir_worst_vdd_uv": 69.1,
  "hold_ws_ps": 618,
  "dp.cells": 174,
  "cp.arrival_ps": 780,
  "clock_buffers": 0,
  "lay_top_count": "dlygate4sd2_1",
  "drive_above_1_share_pct": 12.5,
  "drc": 0,
  "gp_congestion": 0.766,
  "path_buffers": 2,
  "ys_sh_adder_pct": 0,
  "grt_max_degree": 2,
  "hpwl_um": 2190,
  "num_vias": 566,
  "wl_per_cell_um": 13.1,
  "core_um2": 3420,
  "rsz0062_at_grt": "no",
  "maxCapViolCount": 0
}
metal layers:
| metal | GRT usage, % | vias to the layer above | wire [um] |
|---|---|---|---|
| met2 | 12.2 | 42 | 1170 |
| li1 | - | 290 | - |
| met4 | 0 | 0 | 0 |
| met5 | 0 | - | 0 |
| met3 | 3.52 | 0 | 346 |
| met1 | 6.99 | 234 | 782 |
synth_stat cells:
library cell	number	area share, %
nor2_1	32	100
timing repair:
action	4_1_cts	5_1_grt
endpoints found under the setup margin	32	9
gates resized	116	11
pin swaps	25	6
endpoints found under the hold margin	0	0
path summary, 6_finish.rpt:
kind	startpoint	end	slack [ps]	cells past startpoint
worst max-delay path	B[18]	Y[18]	20	3
worst min-delay path	A[15]	Y[15]	620	3
layout make-up:
| class | count | share of cell area, % |
|---|---|---|
| antenna | 1 | 0.249 |
| multi-input combinational | 32 | 12.0 |
| tap | 46 | 5.74 |
| timing repair buffer | 96 | 82.0 |
where the power goes:
| part | switching [mW] | internal, mW | total (mW) |
|---|---|---|---|
| logic | 0.0589 | 0.200 | 0.259 |
| registers | 0 | 0 | 0 |
| clock network | 0 | 0.000000134 | 0.000000134 |
| total | 0.0589 | 0.200 | 0.259 |
tightest hold or removal path, delay by kind of cell:
family | cells | cell delay (ps)
buffers and inverters | 2 | 180
and+or+nand+nor | 1 | 40
per-stage QoR:
stage	power [mW]	TNS, ps	utilization, %	area (um^2)	setup slack [ps]
3_3_place_gp	0.400	-12080	33.3	1140	-417
6_report	0.259	0	29.4	1000	16.3
3_5_place_dp	0.402	-12210	33.3	1140	-415
2_1_floorplan	0.0158	0	-	120	557
4_1_cts	0.275	0	28.5	973	0.793
5_1_grt	0.293	0	29.4	1000	0.615
cell families after synthesis:
group / after synthesis
simple gates: 32
No activity file was given, so power comes from the tool's default toggle rates.
